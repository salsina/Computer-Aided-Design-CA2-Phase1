==> ./design.v <==
`timescale 1ns / 1ps
module Mult(
	 input clk,
    input[7:0] A,
    input[7:0] B,
    output reg[15:0] out
    );
	 	initial begin
		out = 16'b0;
		end
	 wire sign;
	 wire[15:0]temp_out;
	 wire[7:0] m0_out,m1_out,m2_out,m3_out,m0_final,m1_final,m2_final,m3_final;
	 Mult4 m0({1'b0,A[2:0]},{1'b0,B[2:0]},m0_out);	 
	 Mult4 m1({1'b0,A[2:0]},{1'b0,B[6:4]},m1_out);
	 Mult4 m2({1'b0,A[6:4]},{1'b0,B[2:0]},m2_out);
	 Mult4 m3({1'b0,A[6:4]},{1'b0,B[6:4]},m3_out);
	xor xor1(sign,A[7],B[7]);
	assign temp_out = {8'b0,m0_out} + {4'b0,m1_out,4'b0} + {4'b0,m2_out,4'b0} + {m3_out,8'b0} ;
	always@(posedge clk)begin
		out <= {sign,temp_out[14:0]};
	end
endmodule
`timescale 1ns / 1ps
module Mult2(
    input [1:0] in1,
    input [1:0] in2,
    output [3:0] out
    ); 
	wire notout1,notout2,notout3,notout4;
	wire and1_0out,and1_1out,and1_2out,and1_3out,and2_0out,and2_1out;
	not not1(notout1,in1[1]);
	not not2(notout2,in1[0]);
	not not3(notout3,in2[1]);
	not not4(notout4,in2[0]);
	and and0(out[0],in1[0],in2[0]);
	and and1_0(and1_0out,in1[1],in2[0],notout3);
	and and1_1(and1_1out,in1[0],in2[1],notout4);
	and and1_2(and1_2out,notout1,in1[0],in2[1]);
	and and1_3(and1_3out,in1[1],notout2,in2[0]);
	and and2_0(and2_0out,in2[1],in1[1],notout2);
	and and2_1(and2_1out,in1[1],in2[1],notout4);
	and and3(out[3],in1[1],in1[0],in2[1],in2[0]);
	or or1(out[1],and1_0out,and1_1out,and1_2out,and1_3out);
	or or2(out[2],and2_0out,and2_1out);
endmodule
`timescale 1ns / 1ps
module Mult4(
    input [3:0] A,
    input [3:0] B,
    output [7:0] out
    );
	 wire[3:0] m0_out,m1_out,m2_out,m3_out;
	 Mult2 m0(A[1:0],B[1:0],m0_out);
	 Mult2 m1(A[1:0],B[3:2],m1_out);
	 Mult2 m2(A[3:2],B[1:0],m2_out);
	 Mult2 m3(A[3:2],B[3:2],m3_out);
	assign out = {4'b0,m0_out} + {2'b0,m1_out,2'b0} + {2'b0,m2_out,2'b0} + {m3_out,4'b0} ;
endmodule
==> ./run.sh <==
#!/bin/bash
# OpenROAD 26Q1-2900-gdf79404cd8, Yosys 0.63+post, stock flow scripts
make -C /OpenROAD-flow-scripts/flow DESIGN_CONFIG=/design/flow/config.mk WORK_HOME=/design/flow/orfs finish
==> ./config.mk <==
export PLATFORM = sky130hd
export DESIGN_NAME = Mult
export DESIGN_NICKNAME = Mult
export VERILOG_FILES = /design/flow/design.v
export SDC_FILE = /design/flow/constraint.sdc
export NUM_CORES = 4
export LEC_CHECK = 1
export CORE_UTILIZATION = 30
==> ./constraint.sdc <==
current_design Mult

set clk_period 7.5
set clk_io_pct 0.2

create_clock -name clk0 -period $clk_period [get_ports {clk}]

set non_clock_inputs [all_inputs -no_clocks]
set_input_delay [expr $clk_period * $clk_io_pct] -clock clk0 $non_clock_inputs
set_output_delay [expr $clk_period * $clk_io_pct] -clock clk0 [all_outputs]
==> flow_metrics.env <==
# flow metrics
export IMPL_status="finished, final reports clean"
export IMPL_cts_buffer_depth=2
export IMPL_slew_headroom_pct=80.5
export IMPL_grt_pass1_wl_um=4600
export IMPL_path_class="in2reg"
export IMPL_grt_antenna_before_repair=0
export IMPL_min_period_ns=5.49
export IMPL_fp_util_pct=31.8
export IMPL_diodes=0
export IMPL_ys_area_um2=1530
export IMPL_tool_warnings=27
export IMPL_slew_violations=0
export IMPL_rsz0062_at_grt="false"
export IMPL_tightest_slew_ns=0.290
export IMPL_yosys_area_top_type="dfxtp_1"
export IMPL_fmax_mhz=182
export IMPL_setup_tns_ns=0
export IMPL_crit_path_max_fanout=6
export IMPL_cts_resized=0
export IMPL_top_area_share_pct=20.9
export IMPL_yosysWarnings=1
export IMPL_start_kind="input port"
export IMPL_syn_to_final_growth_pct=28.4
export IMPL_ys_flops=16
export IMPL_clk_pin_slew_ns=0.06
export IMPL_grt_total_usage_pct=11.1
export IMPL_edf_count=0
export IMPL_rows=25
export IMPL_drive_above_1_share_pct=2.94
export IMPL_dp_hpwl_um=2210
export IMPL_synthCells=171
export IMPL_critPathRequiredTime_ns=7.63
export IMPL_die_y_um=73.5
export IMPL_synthFlopType="dfxtp_1"
export IMPL_htree_levels=1
export IMPL_place_congestion=0.832
export IMPL_syn_area_um2=1530
export IMPL_async_reset_ff_share_pct=0
export IMPL_numCtsBuffers=3
export IMPL_reg_top3="out (16)"
export IMPL_regMostFlops="out"
export IMPL_top_cells_by_area="dfxtp_1, ha_1, fa_1"
export IMPL_ys_cells=171
export IMPL_whs_endpoint="out[15]"
export IMPL_ys_types=22
export IMPL_fin_util_pct=40.9
export IMPL_cts_hold_buf=0
export IMPL_ios=33
export IMPL_cts_setup_buffers=0
export IMPL_grt_ovfl_total=0
export IMPL_io_buffers=30
export IMPL_cts_tree="built"
export IMPL_die_w_um=73.5
export IMPL_grt_pass1_vias=1090
export IMPL_end_kind="register"
export IMPL_via_per_inst=4.13
export IMPL_ir_worst_vdd_uv=66.0
export IMPL_fin_crit_sh_pct=73.2
export IMPL_powerDensity_nw_per_um2=172
export IMPL_min_from="A[7]"
export IMPL_finalHoldViolations=0
export IMPL_drtAntennaViolNets=0
export IMPL_drc=0
export IMPL_drt_iter0_markers=25
export IMPL_whs_path_depth=2
export IMPL_finalSetupViolCount=0
export IMPL_drv_cap=0
export IMPL_wl_per_cell_um=9.65
export IMPL_largest_reg_flops=16
export IMPL_clock_sinks=16
export IMPL_power_leakage_uw=0.000955
export IMPL_via_count=1120
export IMPL_root_buffer="clkbuf_8"
export IMPL_syn_avg_cell_area_um2=8.97
export IMPL_wirelength_um=2620
export IMPL_hp_class="in2reg"
export IMPL_firstDrtPassIters=4
export IMPL_die_area_um2=5400
export IMPL_cp_arrival_ns=5.62
export IMPL_fp_coreArea_um2=4820
export IMPL_ys_seq_share_pct=20.9
export IMPL_grt_max_degree=10
==> per-stage QoR <==
stage / power, uW / cell area (um2) / hold slack [ns] / std cells / worst slack [ns]
after global routing: 370 / 1970 / 1.85 / 271 / 1.65
after CTS: 347 / 1970 / 1.82 / 271 / 1.97
after floorplan: 196 / 1530 / 1.59 / 171 / 2.52
after detailed placement: 267 / 1910 / 2.09 / 267 / 1.71
after global placement: 267 / 1910 / 2.08 / 267 / 1.69
final: 339 / 1970 / 1.83 / 271 / 2.01
==> worst max-delay path by stage <==
stage	from	to	cells past startpoint
4_1_cts	B[0]	out[13]	19
5_1_grt	A[0]	out[13]	19
6_report	B[0]	out[13]	19
==> critical path: stages <==
cell             delay (ns)
clkdlybuf4s50_1        0.49
and2_1                 0.22
nor2_1                 0.10
ha_1                   0.14
inv_1                  0.04
fa_1                   0.53
inv_1                  0.06
ha_1                   0.28
a21o_1                 0.18
a21oi_1                0.20
fa_1                   0.41
inv_1                  0.06
ha_1                   0.18
inv_1                  0.06
fa_1                   0.39
nand2b_1               0.18
a211oi_1               0.28
o21ai_0                0.15
xor2_1                 0.15
==> routing by layer <==
layer	wire length (um)	share of wire, %	GRT usage (%)
met1	1420	54	17.1
met2	1100	42	17.6
met3	74	2.8	1.39
met4	27	1.0	1.50
met5	0	0	0
==> synth_stat cells, drive strengths merged (2+ instances only) <==
cell type and number:
nand3 4, nand2 16, o21ai 2, nor2 8
inv 26, a31oi 2, and2 21, a21oi 6
xor2 6, nand2b 3, xnor2 10, ha 24
a211oi 2, a21o 8, fa 13, dfxtp 16
==> power breakdown <==
group          total (uW)  switching, uW  internal [uW]  leakage (uW)
sequential            113           4.59            109      0.000134
clock                75.5           29.0           46.5     0.0000288
combinational         150           60.6           89.9      0.000792
total                 339           94.2            245      0.000955
==> placed cells by master, fill, tap and decap left out <==
| cell | count |
|---|---|
| a21o_1 | 7 |
| a21oi_1 | 6 |
| nand2_2 | 1 |
| xor2_1 | 6 |
| xnor2_1 | 10 |
| clkbuf_8 | 4 |
| a21o_2 | 1 |
| and2_1 | 21 |
| nand3_1 | 4 |
| clkdlybuf4s50_1 | 30 |
| fa_1 | 13 |
| o21ai_0 | 2 |
| or3_1 | 1 |
| and3_1 | 1 |
| ha_1 | 24 |
| inv_1 | 26 |
| nand2b_1 | 3 |
| a31oi_1 | 2 |
| o21bai_1 | 1 |
| nor2_1 | 8 |
| dfxtp_1 | 16 |
| a211oi_1 | 2 |
| nand2_1 | 15 |
==> area by class of cell <==
class,count,area [um2]
well taps,67,83.8
multi-input cells,128,1110
clock buffers,4,55.1
fillers,509,2850
flip-flops and latches,16,320
repair buffers,30,300
inverters,26,97.6
==> kinds of logic (layout without fill, tap and decap cells) <==
logic type | count (synthesis) | in the layout | share of synthesized area (%)
and+or+nand+nor | 54 | 54 | 17.9
adders and majority gates | 37 | 37 | 36.5
buffers and inverters | 27 | 60 | 6.61
AOI/OAI and AO/OA | 21 | 21 | 8.89
xor gates and xnor gates | 16 | 16 | 9.14
DFF | 16 | 16 | 20.9
No activity file was given, so power comes from the tool's default toggle rates.
