$ cat ./config.mk
export PLATFORM = sky130hd
export DESIGN_NAME = Adder
export DESIGN_NICKNAME = Adder
export VERILOG_FILES = /design/flow/design.v
export SDC_FILE = /design/flow/constraint.sdc
export NUM_CORES = 4
export LEC_CHECK = 1
export CORE_AREA = 10 10 101 101
export DIE_AREA = 0 0 111 111
$ cat ./constraint.sdc
current_design Adder

set clk_period 17.5
set clk_io_pct 0.2

create_clock -name clk0 -period $clk_period

set non_clock_inputs [all_inputs -no_clocks]
set_input_delay [expr $clk_period * $clk_io_pct] -clock clk0 $non_clock_inputs
set_output_delay [expr $clk_period * $clk_io_pct] -clock clk0 [all_outputs]
$ cat ./design.v
`timescale 1ns / 1ps
module Adder(
    input[15:0] A,
    input[15:0] B,
    output reg[15:0] out
    );
	 initial begin
	 out = 16'b0;
	 end
	always@(A,B)begin
		if(A[15] == 1'b1 && B[15] == 1'b1)begin
			out = {1'b1,(A[14:0]+B[14:0])};
		end
		else if(A[15] == 1'b0 && B[15] == 1'b0)begin
			out = {1'b0,(A[14:0]+B[14:0])};
		end
		else begin
			if(A[15] == 1'b1)begin
				if(A[14:0] > B[14:0])
					out = {1'b1,(A[14:0]-B[14:0])};
				else 
					out = {1'b0,(B[14:0]-A[14:0])};
			end
			else begin
				if(B[14:0] > A[14:0])
					out = {1'b1,(B[14:0]-A[14:0])};
				else 
					out = {1'b0,(A[14:0]-B[14:0])};
			end
		end
	end
endmodule
$ cat ./run.sh
#!/bin/bash
# OpenROAD 26Q1-2900-gdf79404cd8, Yosys 0.63+post, stock flow scripts
make -C /OpenROAD-flow-scripts/flow DESIGN_CONFIG=/design/flow/config.mk WORK_HOME=/design/flow/orfs finish
==> impl_metrics.yaml <==
# generated from flow reports
status:
  status: "finished, final reports clean"
placed_design:
  place.gp.congestion: 0.888
  dp_hpwl_um: 4820
  io_buffer_count: 48
  dp_cells: 441
  pre_cts_slack_ns: 6.62
floorplanning:
  coreArea_um2: 8130
  die_width_um: 111
  io_pins: 48
  die_height_um: 111
  floorplan.core_util: 0.269
  chipArea_um2: 12300
  rows: 33
critical_path:
  max_stage_delay_ns: 0.51
  crit_path_start_kind: "input pin"
  critical_path.startpoint: "A[10]"
  cp_common_cell: "clkdlybuf4s50_1"
  worst-path-max-fanout: 16
  worstPathRequired_ns: 14.00
  worst_setup_path_end_kind: "output pin"
  crit_slowest_cell: "ha_1"
  crit_arrival_ns: 7.40
  crit_path_cell_trace: "clkdlybuf4s50_1 > inv_1 > ha_1 > and4_2 > o21ai_0 > a21oi_1 > o21ai_4 > mux2i_4 > mux2_2 > a31o_1 > a21oi_2 > xnor2_1 > clkdlybuf4s50_1"
  crit_type: "input pin to output pin"
drt:
  first_pass_iters: 5
  vias: 2074
  final_antenna_net_count: 0
  drt-initial-drc-count: 105
  wirelength_um: 5630
  num_antenna_cells: 0
  viasPerCell: 4.70
  drc_errors: 0
  wl_per_cell_um: 12.8
power_and_ir_drop:
  clockPowerShare: 0
  p_total_uw: 99.5
  cellPowerDensity_nw_per_um2: 37.1
  switching_power_uw: 46.4
  ir_worst_vdd_mv: 0.0144
  switching_share: 0.467
  pwr-share-comb: 1.000
  power_leakage_nw: 1.28
  seqPwrFrac: 0
  internal_power_uw: 53.0
synthesis:
  most_common_cell: "ha_1"
  yosysUniqueCellTypes: 57
  ys_seq_share: 0
  syn_area_um2: 2190
  yosysTopAreaCellShare: 0.263
  synthCells: 301
  syn_avg_cell_area_um2: 7.27
  yosys.area.top_type: "ha_1"
  yosys-top-cells-count: "ha_1 (46), inv_1 (44), a21oi_1 (37)"
  area_leaders: "ha_1 (26%), a21oi_1 (8.5%), inv_1 (7.6%)"
  ys_cells: 301
  ys_area_um2: 2190
  ys_warn_count: 1
sta:
  fin_crit_ns: 10.90
  worstMarginPinSlew_ns: 0.708
  slew_violations: 0
  hold_viol: 0
  rsz0062_at_grt: "false"
  period_used_share: 0.623
  fin_setup_tns_ns: 0
  setup_slack_ns: 6.60
  max_slew_margin: 0.527
  setup_violations: 0
  timing.fmax_mhz: 91.7
global_route:
  grt_start_max_net_pins: 20
  grt_use_total: 0.0864
  gr-total-overflow: 0
  grt_pass1_vias: 2047
  grt_pass1_wl_um: 9480
  antenna_found_initial: 0
cells_and_area:
  drive_above_1_share: 0.0714
  nFillCells: 855
  instances_no_fill: 441
  area_delta_synth_final_pct: 22.7
  clkbuf_count: 0
  seq_area_um2: 0
  flops: 0
flow_run:
  drv_cap: 0
  warnings: 63
min_path:
  hold_start: "B[15]"
  hold_end: "out[15]"
  hp-class: "input pin to output pin"
  hold_path_depth: 4
clock_tree:
  cts_setup_buffers: 0
  postCtsHoldBufs: 0
  cts-resized-gates: 0
worst max-delay path: cells and delay by family:
kind	cells	cell delay, ns
buf+inv	3	1.05
mux	2	0.93
compound gates	5	0.90
fa+ha+maj	1	0.51
simple gates	1	0.36
xor+xnor	1	0.15
layout make-up:
class | instances | area [um^2] | area share
Inverter | 44 | 165 | 0.0615
Multi-Input combinational cell | 244 | 1910 | 0.710
Tap cell | 105 | 131 | 0.0490
Timing Repair Buffer | 48 | 480 | 0.179
worst max path at each step:
stage,endpoint,slack [ns],cells past startpoint
CTS,out[9],6.60,13
global route,out[9],6.33,13
finish,out[9],6.60,13
metal layers:
metal / global-route usage / share of wire
met5: 0 / 0
met4: 0.00260 / 0.0025
met3: 0.00657 / 0.022
met2: 0.145 / 0.46
met1: 0.123 / 0.52
through the flow:
step,hold WS [ns],util,instance area [um^2]
2_1_floorplan,7.08,-,2190
3_3_place_gp,8.02,0.330,2680
3_5_place_dp,8.05,0.330,2680
4_1_cts,8.05,0.330,2680
5_1_grt,8.07,0.330,2680
6_report,8.05,0.330,2680
kinds of logic (layout without fill, tap and decap cells):
kind of cell	Yosys count	after routing	share of synthesized area
AND-OR/OR-AND	98	98	0.300
AND/OR/NAND/NOR	71	71	0.162
buffers and inverters	57	92	0.128
adder cells (fa/ha/maj)	49	49	0.291
XOR/XNOR	13	13	0.0521
multiplexers	13	13	0.0675
cell usage in the layout, fill, tap and decap left out, types with 2 or more instances in the layout:
master	count
xnor2_1	12
and2_2	3
nand4_1	2
mux2i_1	8
o21ai_0	16
a21oi_2	2
nand2b_1	5
a211o_1	3
mux2_2	4
nand2_1	17
a2111oi_0	2
a21oi_1	37
clkdlybuf4s50_1	48
nor4_1	2
inv_1	44
nor3_1	8
or3_1	2
fa_1	3
o211ai_1	2
o21a_1	3
o21bai_1	5
a211oi_1	4
nand3_1	3
a21o_1	7
nor2b_1	2
ha_1	46
nor2_1	20
power groups by stage:
stage | clock [mW] | sequential, mW | combinational, mW
after CTS | 0 | 0 | 0.101
after global routing | 0 | 0 | 0.111
final | 0 | 0 | 0.0995
No activity file was given, so power comes from the tool's default toggle rates.
