<file path="flow/config.mk">
export PLATFORM = sky130hd
export DESIGN_NAME = InputSelection
export DESIGN_NICKNAME = InputSelection
export VERILOG_FILES = /design/flow/design.v
export SDC_FILE = /design/flow/constraint.sdc
export NUM_CORES = 4
export LEC_CHECK = 1
export CORE_AREA = 10 10 81 81
export DIE_AREA = 0 0 91 91
</file>
<file path="flow/constraint.sdc">
current_design InputSelection

set clk_period 1.8
set clk_io_pct 0.2

create_clock -name clk0 -period $clk_period [get_ports {clk}]

set non_clock_inputs [all_inputs -no_clocks]
set_input_delay [expr $clk_period * $clk_io_pct] -clock clk0 $non_clock_inputs
set_output_delay [expr $clk_period * $clk_io_pct] -clock clk0 [all_outputs]
</file>
<file path="flow/design.v">
`timescale 1ns / 1ps
module InputSelection#(parameter n = 2)(
		input clk,
		input inc,
		input[0:8*n-1] InputVec,
		input[0:8*n-1] WeightVec,
		output reg[7:0] out1,out2
    );
	 initial begin
		out1 = 8'b0;
		out2 = 8'b0;
	 end
	integer count = 0;
	always@(posedge clk)begin
		if(inc)begin
			out1 = InputVec[8*count +:8];
			out2 = WeightVec[8*count +:8];
			count = count + 1;
		end
	end
endmodule
</file>
<file path="flow/run.sh">
#!/bin/bash
# OpenROAD 26Q1-2900-gdf79404cd8, Yosys 0.63+post, stock flow scripts
make -C /OpenROAD-flow-scripts/flow DESIGN_CONFIG=/design/flow/config.mk WORK_HOME=/design/flow/orfs finish
</file>
==> reports/qor.yml <==
sta:
  slew_headroom: 0.796
  post-route-min-period_ns: 1.40
  hold_viol: 0
  fin_skew_ns: 0.000954
  finalClockPeriodUsage: 0.780
  fmax_ghz: 0.712
  finalSetupTns_ns: 0
  fin_ws_ns: 0.396
  worst_pin_slew_ns: 0.306
  grt_setup_unrepaired: "no"
  setup_violations: 0
  drv_slew: 0
global_route:
  grt_use_total: 0.0521
  grt_max_degree: 15
  grt_pass1_vias: 704
  grt_pass1_wl_um: 3440
  overflow: 0
  antenna_found_initial: 0
synth:
  edf_count: 19
  synth.most_common_cell: "edfxtp_1"
  ys_cells: 59
  yosys-top-cells-count: "edfxtp_1, mux2i_1, nor2_1"
  ys_area_sq_um: 870
  ys_warn_count: 1
  ff_type: "edfxtp_1"
  syn_area_sq_um: 870
  yosys.stat.seqShare: 0.656
  avgSynthCellArea_sq_um: 14.7
  synth_cell_types: 11
  synth_cells: 59
  ys_ff: 19
  yosys-top-cells-area: "edfxtp_1, mux2i_1, nor2_1"
  async_reset_ff_frac: 0
  top_cell_area_share: 0.656
  yosys.area.top_type: "edfxtp_1"
pwr:
  power.total_mw: 1.02
  cellLeakagePower_nw: 0.571
  powerDensity_nw_per_um2: 687
  ir_drop_mv: 0.360
setup_path:
  worstSetupStartpointType: "flip-flop"
  crit_family: "buffers and inverters"
  max_stage_delay_ns: 0.47
  path_max_fanout: 1
  path_cells: "clkdlybuf4s50_1"
  worst_path_max_delay_cell: "clkdlybuf4s50_1"
  end_kind: "output pin"
  crit_required_ns: 1.44
  cp.arrival_ns: 1.04
  path_buffers: 1
  critPathKind: "flip-flop to output pin"
layout:
  fin_area_sq_um: 1490
  utilization: 0.309
  drive_gt1_frac: 0.0804
  syn2layout_area_growth_pct: 70.9
floorplan:
  initial_core_util: 0.181
  num_rows: 25
  die_height_um: 91
  die_width_um: 91
  ioPinCount: 50
  core_sq_um: 4820
  dieArea_sq_um: 8280
cts:
  tritoncts: "built"
  clk_pin_slew_ns: 0.06
  hold_buffers: 0
  htreeDepth: 1
  clockRootBuffer: "clkbuf_8"
  cts_sinks: 19
  clockBufferDepth: 2
  post_cts_buffers: 0
  clock_latency_ns: 0.24
  cts_resized: 0
  numCtsBuffers: 3
worst_hold_path:
  min_path_type: "flip-flop to flip-flop"
routing:
  num_vias: 621
  detail_route.iter0.violations: 19
  wire_per_inst_um: 12.3
  firstDrtPassIters: 4
  antenna_cells: 0
  totalWireLength_um: 2190
  final_antenna_net_count: 0
  drc: 0
  avgViaCountPerCell: 3.47
run_status:
  status: "complete, no violations"
placement:
  dpl.hpwl_um: 1860
  place_ws_ns: 0.408
  placed_cell_area_sq_um: 1440
  io_buffers: 49
  routabilityCongestion: 0.719
run:
  maxCapViolations: 0
  log.warning_count: 25
cell families after synthesis:
logic type	count (synthesis)	share of synthesized area
xor gates and xnor gates	1	0.0101
buffers and inverters	5	0.0561
muxes	16	0.184
and+or+nand+nor	17	0.0791
DFF	19	0.656
adders and majority gates	1	0.0144
final cells by class:
type                       count  area [sq um]
fill                         506          3330
sequential                    19           571
timing repair buffer          53           533
multi-input combinational     35           250
tap                           67          83.8
clock buffer                   4          45.0
inverter                       1          3.75
metrics by stage:
stage,hold WS [ns],cells
2_1_floorplan,0.472,59
6_report,0.579,179
4_1_cts,0.580,179
5_1_grt,0.611,179
3_5_place_dp,0.565,175
3_3_place_gp,0.541,175
flip-flops by register name, indices dropped and copies added (netlist names):
signal / flops
out1: 8
out2: 8
count: 3
layout by cell type (no fill, tap or decap):
master	netlist	final
buf_12	0	1
buf_4	1	3
clkbuf_1	0	1
clkbuf_8	0	3
clkdlybuf4s50_1	0	49
edfxtp_1	19	19
ha_1	1	1
inv_2	1	1
mux2i_1	16	16
nor2_1	15	15
nor2_2	1	1
or2_1	1	1
xor2_1	1	1
routing by layer:
| layer | track usage | wire [um] |
|---|---|---|
| met2 | 0.0871 | 1050 |
| met4 | 0.00392 | 9 |
| met1 | 0.0626 | 914 |
| met5 | 0 | 0 |
| met3 | 0.0249 | 217 |
where the power goes:
part	internal, mW	leakage, nW	switching (mW)
clock network	0.157	0.0228	0.123
registers	0.529	0.194	0.0127
logic	0.140	0.354	0.0594
worst paths after layout:
kind,startpoint,endpoint,slack [ns],cells past startpoint
worst max-delay path,out1[4]$_DFFE_PP_,out1[4],0.40,1
worst min-delay path,count[1]$_DFFE_PP_,count[1]$_DFFE_PP_,0.58,1
worst max register to register,count[0]$_DFFE_PP_,count[2]$_DFFE_PP_,0.45,3
worst min register to register,count[1]$_DFFE_PP_,count[1]$_DFFE_PP_,0.58,1
Power and IR drop assume default switching activity.
